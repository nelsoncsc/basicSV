[flow/design.v]
module counter10(output logic [3:0] out,
                       input logic clock, reset, enable);
  always_ff @(posedge clock)begin
    if(reset)begin
      out <= 4'd0;
    end
    else if(enable) begin
      if(out == 9)
        out <= 4'd0;
      else
        out <= out + 1'b1;
    end
  end
endmodule: counter10
[flow/run.sh]
#!/bin/bash
# OpenROAD 26Q1-2900-gdf79404cd8, Yosys 0.63+post, stock flow scripts
make -C /OpenROAD-flow-scripts/flow DESIGN_CONFIG=/design/flow/config.mk WORK_HOME=/design/flow/orfs finish
[flow/config.mk]
export PLATFORM = sky130hd
export DESIGN_NAME = counter10
export DESIGN_NICKNAME = counter10
export VERILOG_FILES = /design/flow/design.v
export SDC_FILE = /design/flow/constraint.sdc
export NUM_CORES = 4
export LEC_CHECK = 1
export CORE_AREA = 10 10 70 70
export DIE_AREA = 0 0 80 80
[flow/constraint.sdc]
current_design counter10

set clk_period 1.0
set clk_io_pct 0.2

create_clock -name clk0 -period $clk_period [get_ports {clock}]

set non_clock_inputs [all_inputs -no_clocks]
set_input_delay [expr $clk_period * $clk_io_pct] -clock clk0 $non_clock_inputs
set_output_delay [expr $clk_period * $clk_io_pct] -clock clk0 [all_outputs]
==> results.py <==
# Generated from Yosys and OpenROAD reports
metrics = {
    "worst_setup_path": {
        "regToRegSetupSlack_ns": -0.05,
        "critical_path.endpoint_type": "register",
        "crit_path_start_kind": "register",
        "r2r-start": "out[0]$_SDFFE_PP0P_",
        "r2r_cells": 4,
        "cp_max_fo": 3,
        "timing.rr.end": "out[3]$_SDFFE_PP0P_",
        "critPathLaunch": "out[0]$_SDFFE_PP0P_",
        "path_depth": 4,
        "cp_slowest_cell": "dfxtp_2",
        "cp_slowest_stage_delay_ns": 0.32,
        "cp.arrival_ns": 1.19,
        "critPathKind": "register to register",
        "path_cells": "buf_6 > nand3_4 > mux2_4 > o32ai_2",
        "cp.required_ns": 1.14,
        "crit_path_end": "out[3]$_SDFFE_PP0P_",
        "critPathTopFamily": "flip-flops",
        "cp.buffers_inverters": 1,
    },
    "sta": {
        "fmax_ghz": 0.956,
        "worst_slack_ns": -0.0457,
        "setup_viol": 1,
        "drv_slew": 0,
        "min_period_over_period_pct": 105,
        "fin_crit_ns": 1.05,
        "maxSlewHeadroom_pct": 87.6,
        "finalHoldViolCount": 0,
        "rsz0062_at_grt": "true",
        "worst_pin_slew_ns": 0.185,
        "tns_ns": -0.0457,
        "clock_skew_ns": 0.000255,
        "holdWs_ns": 0.518,
    },
    "grt": {
        "grt_pass1_vias": 195,
        "grt-ovfl-total": 0,
        "use_met1_pct": 2.46,
        "grtUsageMet2_pct": 2.09,
        "grt_start_max_net_pins": 7,
        "grt_first_pass_wirelength_um": 910,
        "grt_use_met3_pct": 2.05,
        "antenna_found_initial": 0,
        "track_usage_pct": 1.88,
        "top_usage_layer": "met1",
    },
    "floorplanning": {
        "fp-utilization_pct": 5.24,
        "rows": 21,
        "core_um2": 3420,
        "chip_area_um2": 6400,
        "die_w_um": 80,
        "die_h_um": 80,
        "io_pins": 7,
    },
    "cells_and_area": {
        "fillers": 410,
        "largest_reg_flops": 4,
        "top_register": "out",
        "utilization_pct": 10.5,
        "top_regs": "out (4)",
        "drive_above_1_share_pct": 50.0,
        "layout.cells.non_filler": 76,
        "synthToLayoutAreaGrowth_pct": 101,
    },
    "clock_tree": {
        "numCtsBuffers": 3,
        "htree_levels": 1,
        "cts-root-buf": "clkbuf_4",
        "clk_latency_ns": 0.23,
        "cts_tree": "done",
        "clock_sinks": 4,
        "cts_max_path_buffers": 2,
        "cts.clk_slew.worst_paths_ns": 0.04,
    },
    "drt": {
        "drc": 0,
        "drt_iter0_drc": 0,
        "vias": 182,
        "antenna_left": 0,
        "drtPass1Iterations": 1,
        "antenna_cells": 0,
        "viasPerCell": 2.39,
        "wl_um": 557,
        "routedWlPerCell_um": 7.33,
    },
    "synthesis": {
        "avgSynthCellArea_um2": 9.94,
        "synth_flops": 4,
        "synthArstFlopShare_pct": 0,
        "ys_seq_share_pct": 44.8,
        "synth_top_cell_by_count": "dfxtp_1",
        "area_leaders": "dfxtp_1 45%, xnor2_1 9.8%, o32ai_2 9.1%",
        "common_cells": "4 x dfxtp_1, 2 x a21oi_1, 2 x nand2_1, 2 x nor2_1, 2 x xnor2_1",
        "ys_cells": 18,
        "edf_count": 0,
        "syn_inst": 18,
        "top_area_cell": "dfxtp_1",
        "syn_area_um2": 179,
        "synth_chip_area_um2": 179,
        "yosys.area.top_type_share_pct": 44.8,
        "synth-main-ff-cell": "dfxtp_1",
        "synth_warnings": 1,
        "synth.distinct_cells": 11,
    },
    "placement": {
        "port_buffers": 6,
        "placed_cells": 72,
        "gp_congestion": 0.700,
    },
    "power": {
        "total_power_w": 0.000440,
        "p_leak_nw": 0.127,
        "vdd_ir_drop_max_uv": 602,
        "power_density_nw_per_um2": 1220,
    },
    "status": {
        "status": "complete, but fails checks",
        "violations": "setup timing",
    },
    "hold_path": {
        "worstHoldPathType": "register to register",
    },
    "flow_run": {
        "warning_count": 27,
        "maxCapViolCount": 0,
    },
}
repair_timing:
item / in CTS / in global routing
pin swaps: 0 / 2
resized: 11 / 7
setup buffers: 1 / 0
gates cloned: 0 / 0
endpoints found under the hold margin: 0 / 0
hold buffers: 0 / 0
setup endpoints to repair: 6 / 5
power breakdown:
| group | internal (W) | switching (W) |
|---|---|---|
| clock | 0.000134 | 0.0000653 |
| sequential | 0.000169 | 0.00000937 |
| combinational | 0.0000352 | 0.0000267 |
placed cells by master (no fill, tap or decap), drive strengths merged, types with 2 or more instances in the layout:
master / synthesis / final
dfxtp: 4 / 4
a21oi: 2 / 2
buf: 0 / 3
nor2: 2 / 2
clkdlybuf4s15: 0 / 2
dlygate4sd2: 0 / 2
xnor2: 2 / 2
nand2: 2 / 2
clkbuf: 0 / 4
through the flow:
stage | instance area [um2] | setup slack [ns]
floorplan | 179 | 0.0161
global placement | 312 | -0.348
detailed placement | 312 | -0.375
CTS | 344 | -0.0637
global route | 359 | -0.125
finish | 359 | -0.0457
how the worst min path moves through the flow:
stage | to | cells after the start | slack, ns | from
CTS | out[1]$_SDFFE_PP0P_ | 4 | 0.50 | enable
global route | out[2]$_SDFFE_PP0P_ | 4 | 0.54 | enable
finish | out[1]$_SDFFE_PP0P_ | 2 | 0.52 | out[1]$_SDFFE_PP0P_
area by class of cell:
type	count	area, um2	share of cell area, %
clock buffers	3	22.5	6.27
multi-input cells	13	109	30.3
flip-flops and latches	4	87.6	24.4
inverters	1	3.75	1.05
repair buffers	9	78.8	22.0
well taps	46	57.6	16.0
layer usage:
layer,up-vias,part of all wire [%]
met3,0,15
met2,10,35
li1,88,-
met4,0,0
met1,84,50
met5,-,0
tightest hold or removal path, stage by stage, from the launching register on:
cell	delay [ns]
dfxtp_4	0.36
nand2_1	0.06
a21oi_1	0.05
cell families (layout without fill, tap and decap cells):
kind of cell	after synthesis	in the layout	share of synthesized area, %
muxes	1	1	6.29
DFF	4	4	44.8
and+or+nand+nor	6	6	17.5
xor gates and xnor gates	2	2	9.79
AOI/OAI and AO/OA	4	4	19.6
buffers and inverters	1	13	2.10
Power and IR drop assume default switching activity.
