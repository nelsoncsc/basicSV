File: flow/run.sh
#!/bin/bash
# OpenROAD 26Q1-2900-gdf79404cd8, Yosys 0.63+post, stock flow scripts
make -C /OpenROAD-flow-scripts/flow DESIGN_CONFIG=/design/flow/config.mk WORK_HOME=/design/flow/orfs finish
File: flow/config.mk
export PLATFORM = sky130hd
export DESIGN_NAME = counter
export DESIGN_NICKNAME = counter
export VERILOG_FILES = /design/flow/design.v
export SDC_FILE = /design/flow/constraint.sdc
export NUM_CORES = 4
export LEC_CHECK = 1
export CORE_AREA = 10 10 70 70
export DIE_AREA = 0 0 80 80
File: flow/constraint.sdc
current_design counter

set clk_period 1.0
set clk_io_pct 0.2

create_clock -name clk0 -period $clk_period [get_ports {clock}]

set non_clock_inputs [all_inputs -no_clocks]
set_input_delay [expr $clk_period * $clk_io_pct] -clock clk0 $non_clock_inputs
set_output_delay [expr $clk_period * $clk_io_pct] -clock clk0 [all_outputs]
File: flow/design.v
module counter(output logic [3:0] out,
                       input logic clock, reset, enable);
  always_ff @(posedge clock)begin
    if(reset)begin
      out <= 4'd0;
    end
    else if(enable) begin
      out <= out + 1'b1;
    end
  end
endmodule: counter
==> run notes <==
The flow ran to the end, and the final reports show no timing, DRC or antenna violations. The largest registers in the layout are out (4). The detailed-placement wirelength estimate is 435 um. The shortest period the worst path allows was 0.961 ns. For the final database, setup skew stands at 0.00820 ns. The reported max-cap violation count is 0. The summed instance area of the synthesized netlist is 179 um^2, and the measured slew at the worst slew-check pin is 0.150 ns. Global routing usage summed across all routing layers: 0.0215. The startpoint-to-endpoint class of the critical path was reg -> reg. The run gives 0 for the share of async-settable or async-resettable flops after synthesis.

The cell type that accounts for the most area after synthesis is dfxtp_1. The run gives 0.0524 as the core utilization before placement. Mean instance size in the synthesized netlist: 11.2 um^2.

Synthesis instantiated 11 different standard cells from the library. The via count of the first global-routing pass is 204. The number of max-slew violations in the final report was 0; the insertion delay to the later sink of the worst-skew pair was 0.24 ns. Entering global routing, the biggest net connects 5 pins. The run gives 1000 um for the first-pass GRT wire length.

The commonest cells after synthesis are 4 x dfxtp_1, 3 x nor2_1. TritonCTS built the clock tree. The worst setup path is launched from a flop. The area overhead of the layout relative to synthesis was 124%. More flip-flops sit in one register than any other, and that register is out. In this run, CTS created clock tree buffers numbering 3.

The peak supply drop is 253 uV. Per the OpenROAD floorplan log, the area of the core is 3420 um^2. The stat command in Yosys gives a chip area of 179 um^2. Logic area: 124 um^2. The total of buffers placed on input and output ports came out at 6. The overall die size recorded for this design is 6400 um^2.

Once routing completed, OpenROAD measured the worst setup slack at 0.0391 ns. Data arrival time at the worst-slack endpoint: 1.08 ns. The most frequently used library cell after synthesis is dfxtp_1. The highest metal layer carrying signal wires in the routed design is met3.

The proportion of layout cells with a drive suffix above 1 was 0.656. The clock-pin slew on the worst setup and hold paths was 0.04 ns; the register cell area after layout was 85.1 um^2. The script logs the ratio of routed vias to standard cells as 2.26.

The worst hold-check slack is 0.356 ns. Across all layers, the routed design uses 176 vias. Routed length on met1: 235 um.

With the sequential cell area fraction in the yosys report at 0.448, the total iterations of the first detailed-routing run is 2. The run gives 575 um for the wire length after detailed routing. The register with the most flip-flops in the layout has 4 of them. The maximum fanout along the worst path works out to 3. The analysis attributes to cell leakage a power of 0.167 nW. The worst relative slew slack is 0.899, and the number of standard cells reported by yosys is 16. The number of clock sinks seen by CTS came out at 4. In this run the remaining antenna-violating nets after routing total 0. Global routing finished with a remaining overflow of 0.

In this run the horizontal extent of the chip is 80 um. Setup repair after global routing could not meet its margin everywhere. Once synthesis finished, the tally of register bits stood at 4. The class of the tightest hold or removal check is in -> reg. STA classifies the critical path endpoint as a flop. The tools report the final setup violation count as 0. The root buffer selected by CTS was clkbuf_4.

The synthesized instance count is 16. In this run the core area contains 21 standard-cell rows. Timing analysis after detailed placement gives a worst setup slack of -0.201 ns. The placement summary gives the final routability congestion estimate as 0.642. The cell depth of the worst hold path came out at 3. With the area fraction of the dominant cell type after synthesis at 0.448, the final hold violation count is 0. The data required time reported for the critical path is 1.12 ns. In this run, synthesis inferred 0 flip-flops with an integrated enable. The final clock period utilization by the worst path is 0.961, and the number of antenna violations at the first check in global routing is 0. The DRC violation total left in the routed layout is recorded as 0. The total antenna diodes in the routed design was 0; the wire length on met3 was 133 um. Counting cells, the worst reg-to-reg path comes to 4. The number of warnings reported in the yosys synthesis log came out at 1.

The height of the die was 80 um. The setup TNS after final layout was 0 ns; the first-iteration detailed-routing DRC count was 15. The run gives 7 as the number of placed I/O pins.

The fill cell instance count of the final layout came out at 400. No sink is reached through more buffers than the 2 on the longest clock path. The synthesis report lists the most area-consuming cells as dfxtp_1 45%, mux2_4 8.4%, ha_1 7.0%. Wire segments on met2 add up to 206 um in the final route.

The commonest register cell is dfxtp_1. Across all stage logs, warnings added up to 27. Highest attainable clock frequency: 1040 MHz.

The final core utilization is 0.118, and the depth of the CTS H-tree is 1. The report lists the power per cell area as 1180 nW/um^2. Average wire per standard cell: 7.37 um.
stage by stage:
| step | cell area, um^2 | total power, mW | cells |
|---|---|---|---|
| global placement | 349 | 0.257 | 75 |
| finish | 402 | 0.473 | 78 |
| CTS | 387 | 0.474 | 78 |
| detailed placement | 349 | 0.259 | 75 |
| floorplan | 179 | 0.197 | 16 |
| global route | 402 | 0.513 | 78 |
timing repair:
item                                   in CTS  in global routing
buffers inserted                            0                  0
setup endpoints to repair                   6                  5
resized                                    12                  9
pin swaps                                   1                  5
hold buffers                                0                  0
endpoints found under the hold margin       0                  0
metal layers:
metal / vias to the layer above / global-route usage
met5: - / 0
li1: 90 / -
met4: 0 / 0.00176
met3: 0 / 0.0318
met1: 77 / 0.0226
met2: 9 / 0.0241
layout by cell type, fill, tap and decap left out, drive strengths merged:
master and instances:
clkbuf 5, ha 1, a21oi 1, mux2i 1, buf 7, nand3b 1
nor2 3, xnor2 1, clkdlybuf4s50 1, nor2b 1, dfxtp 4, nand4 1
a21bo 1, clkdlybuf4s15 2, dlymetal6s2s 1, mux2 1
kinds of logic (layout without fill, tap and decap cells):
logic type      after synthesis  after routing  share of synthesized area
simple gates                  6              6                      0.210
flops                         4              4                      0.448
compound gates                2              2                     0.0839
mux                           2              2                      0.140
fa+ha+maj                     1              1                     0.0699
xor+xnor                      1              1                     0.0490
buf+inv                       0             16                          0
area by class of cell:
| type | count | share of cell area |
|---|---|---|
| sequential | 4 | 0.212 |
| clock buffer | 3 | 0.0561 |
| multi-input combinational | 12 | 0.308 |
| tap | 46 | 0.143 |
| timing repair buffer | 13 | 0.280 |
power breakdown:
part	internal, mW	switching (mW)	total, mW
sequential	0.171	0.00671	0.178
clock	0.135	0.0711	0.206
combinational	0.0527	0.0369	0.0896
critical path, stage by stage (launching register included):
cell and delay, ns:
dfxtp_2 0.32, buf_6 0.12, ha_4 0.22, mux2i_1 0.12, nor2_1 0.06
worst paths after layout:
path | start | end | slack [ns]
max reg2reg | out[1]$_SDFFE_PP0P_ | out[1]$_SDFFE_PP0P_ | 0.04
min | enable | out[3]$_SDFFE_PP0P_ | 0.36
min reg2reg | out[2]$_SDFFE_PP0P_ | out[2]$_SDFFE_PP0P_ | 0.65
max | out[1]$_SDFFE_PP0P_ | out[1]$_SDFFE_PP0P_ | 0.04
No activity file was given, so power comes from the tool's default toggle rates.
